===== ./design.v =====
interface multi_push_multi_pop_fifo_iface
    #(
        parameter DATA_WIDTH = 13,
        parameter N          = 3,
        parameter NW         = $clog2 (N + 1),
        parameter DW         = DATA_WIDTH
    )
    (
        input wire clk_i,
        input wire rst_i
    );
    logic [NW-1:0]         push_l;
    logic [ N-1:0][DW-1:0] push_data_l;
    logic [NW-1:0]         pop_l;
    wire  [ N-1:0][DW-1:0] pop_data_w;
    wire  [NW-1:0]         can_push_w;
    wire  [NW-1:0]         can_pop_w;
endinterface
module multi_push_multi_pop_fifo
    #(
        parameter DATA_WIDTH = 13,                 
        parameter FIFO_DEPTH = 19,                 
        parameter N          = 3,                  
        parameter NW         = $clog2 (N + 1),
        parameter DW         = DATA_WIDTH
    )
    (
        input  wire                  clk_i,        
        input  wire                  rst_i,        
        input  wire [NW-1:0]         push_i,       
        input  wire [ N-1:0][DW-1:0] push_data_i,  
        input  wire [NW-1:0]         pop_i,        
        output wire [ N-1:0][DW-1:0] pop_data_o,   
        output wire [NW-1:0]         can_push_o,   
        output wire [NW-1:0]         can_pop_o     
    );
    localparam PW    = $clog2(FIFO_DEPTH);  
    localparam PTHRS = FIFO_DEPTH - 1'b1;   
    wire           dont_push_w;
    wire           dont_pop_w;
    wire           do_push_w;
    wire           do_pop_w;
    logic [PW-1:0] counter_l;
    wire  [PW-1:0] counter_next_w;
    wire  [PW-1:0] counter_remainder_w;
    wire  [NW-1:0] wr_update_w;
    wire  [NW-1:0] rd_update_w;
    logic [PW-1:0] wr_ptr_l;
    wire  [PW-1:0] wr_ptr_remainder_w;
    wire  [PW-1:0] wr_ptr_next_w;
    wire           wr_ptr_edge_cross_w;
    logic [PW-1:0] rd_ptr_l;
    wire  [PW-1:0] rd_ptr_remainder_w;
    wire  [PW-1:0] rd_ptr_next_w;
    wire           rd_ptr_edge_cross_w;
    logic [NW-1:0] can_push_l;
    wire  [NW-1:0] can_push_next_w;
    wire           can_push_use_rem_w;
    logic [NW-1:0] can_pop_l;
    wire  [NW-1:0] can_pop_next_w;
    wire           can_pop_use_def_w;
    wire           push_en_w        [N];
    wire  [PW-1:0] push_base_w      [N];
    wire           push_cross_edge_w[N];
    wire  [PW-1:0] push_index_w     [N];
    wire  [PW-1:0] pop_base_w       [N];
    wire           pop_cross_edge_w [N];
    wire  [PW-1:0] pop_index_w      [N];
    logic [DW-1:0] fifo_l               [FIFO_DEPTH];
    wire  [DW-1:0] fifo_next_w          [FIFO_DEPTH];
    wire           fifo_en_w            [FIFO_DEPTH][N];
    wire  [DW-1:0] fifo_data_mask_w     [FIFO_DEPTH][N];
    wire  [DW-1:0] fifo_push_data_w     [FIFO_DEPTH][N];
    logic [DW-1:0] fifo_assembled_data_w[FIFO_DEPTH];
    logic          fifo_assembled_en_w  [FIFO_DEPTH];
    assign dont_push_w         = (can_push_l < push_i);
    assign dont_pop_w          = (can_pop_l  < pop_i );
    assign do_push_w           = ~dont_push_w;
    assign do_pop_w            = ~dont_pop_w;
    assign wr_update_w         = push_i & {NW{do_push_w}};
    assign rd_update_w         = pop_i  & {NW{do_pop_w}};
    assign counter_next_w      = counter_l + wr_update_w - rd_update_w;
    assign counter_remainder_w = FIFO_DEPTH - counter_next_w;
    assign wr_ptr_remainder_w  = PTHRS - wr_ptr_l;
    assign wr_ptr_edge_cross_w = wr_update_w > wr_ptr_remainder_w;
    assign wr_ptr_next_w       = (wr_ptr_edge_cross_w) ? (wr_update_w - wr_ptr_remainder_w - 1'b1) :
                                                         (wr_update_w + wr_ptr_l);
    assign rd_ptr_remainder_w  = PTHRS - rd_ptr_l;
    assign rd_ptr_edge_cross_w = rd_update_w > rd_ptr_remainder_w;
    assign rd_ptr_next_w       = (rd_ptr_edge_cross_w) ? (rd_update_w - rd_ptr_remainder_w - 1'b1) :
                                                         (rd_update_w + rd_ptr_l);
    assign can_push_use_rem_w  = (counter_remainder_w < N);
    assign can_push_next_w     = (can_push_use_rem_w) ? counter_remainder_w[NW-1:0] : N;
    assign can_pop_use_def_w   = (counter_next_w > N);
    assign can_pop_next_w      = (can_pop_use_def_w) ? N : counter_next_w[NW-1:0];
    always_ff @(posedge clk_i)
        if (rst_i) begin
            counter_l  <= {PW{1'b0}};
            wr_ptr_l   <= {PW{1'b0}};
            rd_ptr_l   <= {PW{1'b0}};
            can_push_l <= N;
            can_pop_l  <= {NW{1'b0}};
        end else begin
            counter_l  <= counter_next_w;
            wr_ptr_l   <= wr_ptr_next_w;
            rd_ptr_l   <= rd_ptr_next_w;
            can_push_l <= can_push_next_w;
            can_pop_l  <= can_pop_next_w;
        end
    generate
        for (genvar p = 0; p < N; p = p + 1) begin: port
            assign push_en_w        [p] = wr_update_w > p;
            assign push_base_w      [p] = wr_ptr_l + p;
            assign push_cross_edge_w[p] = (push_base_w[p] > PTHRS);
            assign push_index_w     [p] = (push_cross_edge_w[p]) ? (push_base_w[p] - FIFO_DEPTH) : push_base_w[p];
            assign pop_base_w       [p] = rd_ptr_l + p;
            assign pop_cross_edge_w [p] = (pop_base_w[p] > PTHRS);
            assign pop_index_w      [p] = (pop_cross_edge_w[p] ) ? (pop_base_w[p] - FIFO_DEPTH ) : pop_base_w[p];
            assign pop_data_o       [p] = fifo_l[pop_index_w[p]];
        end
        for (genvar f = 0; f < FIFO_DEPTH; f = f + 1) begin: fifo
            for (genvar p = 0; p < N; p = p + 1) begin
                assign fifo_en_w       [f][p] = (f == push_index_w[p]) && push_en_w[p];
                assign fifo_data_mask_w[f][p] = {DW{fifo_en_w[f][p]}};
                assign fifo_push_data_w[f][p] = push_data_i[p] & fifo_data_mask_w[f][p];
            end
            integer n;
            always_comb begin
                n = 0;
                fifo_assembled_data_w[f] = {DW{1'b0}};
                fifo_assembled_en_w  [f] = 1'b0;
                while (n < N) begin
                    fifo_assembled_data_w[f] = fifo_assembled_data_w[f] | fifo_push_data_w[f][n];
                    fifo_assembled_en_w  [f] = fifo_assembled_en_w  [f] | fifo_en_w       [f][n];
                    n = n + 1;
                end
            end
            assign fifo_next_w[f] = (fifo_assembled_en_w[f]) ? fifo_assembled_data_w[f] : fifo_l[f];
            always_ff @(posedge clk_i)
                fifo_l[f] <= fifo_next_w[f];
        end
    endgenerate
    assign can_push_o = can_push_l;
    assign can_pop_o  = can_pop_l;
    property reset;
        @(posedge clk_i)
            rst_i |=> (wr_ptr_l == PW'(0)) && (rd_ptr_l == PW'(0)) && (can_push_o == N) && !can_pop_o;
    endproperty
    property push_not_over_edge;
        logic [NW-1:0] check_push_l;
        @(posedge clk_i) disable iff (rst_i)
            (|push_i && (can_push_o >= push_i) && ((PTHRS - wr_ptr_l) >= push_i), check_push_l = push_i)
            |=>
            (wr_ptr_l == ($past(wr_ptr_l) + check_push_l));
    endproperty
    property push_over_edge;
        logic [NW-1:0] check_push_l;
        @(posedge clk_i) disable iff (rst_i)
            (|push_i && (can_push_o >= push_i) && ((PTHRS - wr_ptr_l) < push_i), check_push_l = push_i)
            |=>
            (wr_ptr_l == ($past(wr_ptr_l) + check_push_l - FIFO_DEPTH));
    endproperty
    property pop_not_over_edge;
        logic [NW-1:0] check_pop_l;
        @(posedge clk_i) disable iff (rst_i)
            (|pop_i && (can_pop_o >= pop_i) && ((PTHRS - rd_ptr_l) >= pop_i), check_pop_l = pop_i)
            |=>
            (rd_ptr_l == ($past(rd_ptr_l) + check_pop_l));
    endproperty
    property pop_over_edge;
        logic [NW-1:0] check_pop_l;
        @(posedge clk_i) disable iff (rst_i)
            (|pop_i && (can_pop_o >= pop_i) && ((PTHRS - rd_ptr_l) < pop_i), check_pop_l = pop_i)
            |=>
            (rd_ptr_l == ($past(rd_ptr_l) + check_pop_l - FIFO_DEPTH));
    endproperty
    property dont_push_if_full(local logic [NW-1:0] i);
        logic [PW-1:0] check_index;
        logic [DW-1:0] check_data;
        @(posedge clk_i) disable iff (rst_i)
            (|push_i && (can_push_o < push_i) && (push_i > i),
            check_index = push_index_w[i], check_data = fifo_l[check_index])
            |=>
            (fifo_l[check_index] == check_data) && (wr_ptr_l == $past(wr_ptr_l));
    endproperty
    property dont_pop_if_empty(local logic [NW-1:0] i);
        logic [DW-1:0] check_data;
        @(posedge clk_i) disable iff (rst_i || $isunknown(pop_data_o[i]))
            (|pop_i && (can_pop_o < pop_i) && (pop_i > i), check_data = pop_data_o[i])
            |->
            (pop_data_o[i] == check_data) ##1 (rd_ptr_l == $past(rd_ptr_l));
    endproperty
    property data_push_check(local logic [NW-1:0] i);
        logic [PW-1:0] check_index;
        logic [DW-1:0] check_data;
        @(posedge clk_i) disable iff (rst_i)
            (|push_i && (can_push_o >= push_i) && (push_i > i),
            check_index = push_index_w[i], check_data = push_data_i[i],
            $display("[T=%0t] i=%h, push_i=%h, push_index_w=%h, push_data_i=%h",
                    $time, i, push_i, push_index_w[i], push_data_i[i]))
            |=>
            (fifo_l[check_index] == check_data);
    endproperty
    property data_pop_check(local logic [NW-1:0] i);
        @(posedge clk_i) disable iff (rst_i)
            (|pop_i && (can_pop_o >= pop_i) && (pop_i > i),
            $display("[T=%0t] i=%h, pop_i =%h, pop_index_w =%h, pop_data_o =%h",
                    $time, i, pop_i, pop_index_w[i], pop_data_o[i]))
            |->
            (fifo_l[pop_index_w[i]] == pop_data_o[i]);
    endproperty
    reset_assertion:
        assert property (reset);
    push_not_over_edge_assertion:
        assert property (push_not_over_edge);
    push_over_edge_assertion:
        assert property (push_over_edge);
    pop_not_over_edge_assertion:
        assert property (pop_not_over_edge);
    pop_over_edge_assertion:
        assert property (pop_over_edge);
    generate
        for (genvar a = 0; a < N; a = a + 1) begin
            dont_push_if_full_assertion:
                assert property (dont_push_if_full(a));
            dont_pop_if_empty_assertion:
                assert property (dont_pop_if_empty(a));
            data_push_check_assertion:
                assert property (data_push_check(a));
            data_pop_check_assertion:
                assert property (data_pop_check(a));
        end
    endgenerate
endmodule

===== ./constraint.sdc =====
current_design multi_push_multi_pop_fifo

set clk_period 8.8
set clk_io_pct 0.2

create_clock -name clk0 -period $clk_period [get_ports {clk_i}]

set non_clock_inputs [all_inputs -no_clocks]
set_input_delay [expr $clk_period * $clk_io_pct] -clock clk0 $non_clock_inputs
set_output_delay [expr $clk_period * $clk_io_pct] -clock clk0 [all_outputs]

===== ./run.sh =====
#!/bin/bash
# OpenROAD 26Q1-2900-gdf79404cd8, Yosys 0.63+post, stock flow scripts
make -C /OpenROAD-flow-scripts/flow DESIGN_CONFIG=/design/flow/config.mk WORK_HOME=/design/flow/orfs finish

===== ./config.mk =====
export PLATFORM = sky130hd
export DESIGN_NAME = multi_push_multi_pop_fifo
export DESIGN_NICKNAME = multi_push_multi_pop_fifo
export VERILOG_FILES = /design/flow/design.v
export SDC_FILE = /design/flow/constraint.sdc
export NUM_CORES = 4
export LEC_CHECK = 1
export CORE_UTILIZATION = 50
export SYNTH_HDL_FRONTEND = slang

==> reports/results.ini <==
[synthesis]
yosysTopAreaCellShare_pct = 30.3
edf_count = 247
yosys_warnings = 0
ys_chip_area_sq_um = 24500
ys_cells = 2624
postSynthAreaPerCell_sq_um = 9.32
yosys-top-cells-area = edfxtp_1, mux4_2, a221o_1
syn_inst = 2624
async_flop_share_pct = 0
ys_seq_share_pct = 31.9
ff_type = edfxtp_1
ys_seq_elements = 266
top_area_cell = edfxtp_1
syn_area_sq_um = 24500
ys_types = 73

[final_timing]
hold_violations = 0
drv_slew = 0
finalSetupTns_ns = 0
grt_setup_unrepaired = false
finalClockPeriodUsage_pct = 90.6
clock.fmax_mhz = 125
slew_headroom_pct = 14.6
setup_viol = 0
finalCriticalPeriod_ns = 7.97
skew_ns = 0.0280
tightestPinTransition_ns = 1.25

[die]
io_pins = 88
rows = 80
die_area_sq_um = 49800
initCoreUtil_pct = 51.0
core_sq_um = 47900
fp.dieH_microns = 223
die_width_microns = 223

[power]
vdd_drop_max_mv = 0.214
total_power_w = 0.00836
power_leakage_nw = 9.67
pwr_density_cell_nw_per_um2 = 310

[drt]
drc_errors = 0
initialDrtViolationCount = 3579
first_pass_iters = 10
avgRoutedWirePerCell_microns = 37.7
avgViaCountPerCell = 7.95
ant_nets = 0
wl_microns = 121000
via_count = 25400

[cts]
clk_latency_ns = 0.62
cts.sinks = 266
numCtsBuffers = 31
cts_buffer_depth = 3
cts_tree = done
clk_pin_slew_ns = 0.08
post_cts_buffers = 0
clk_root_buffer_cell = clkbuf_16
cts_resized = 0
cts.htree.levels = 1
postCtsHoldBufs = 0

[grt]
grt_max_degree = 105
grt_pass1_vias = 24200
grt_pass1_wl_microns = 172000
antenna_found_initial = 8
grt_usage_pct = 51.5
grt_overflow_total = 0

[worst_hold_path]
worst_hold_path_type = flip-flop to flip-flop
holdPathStages = 3

[worst_setup_path]
critPathLaunchType = flip-flop
worstPathArrival_ns = 6.21
crit_path_frequent_cell = buf_4
slowest_stage = a211oi_1
cp-end-kind = primary output
crit_type = flip-flop to primary output
ff2ff_path_depth = 11
worstPathRequired_ns = 7.04
cp_slowest_stage_delay_ns = 1.07
ff2ff_setup_slack_ns = 3.98
cp_cell_sequence = inv_1 > ha_4 > buf_4 > buf_4 > nand3_1 > buf_4 > and2_1 > buf_4 > a211oi_1 > a31oi_1 > clkdlybuf4s50_1
crit_path_max_fanout = 40

[finish]
most-common-layout-cells = edfxtp_1, a221o_1, nor3_1, nor2_1, buf_4
final_common_cell = edfxtp_1
drive_gt1_share_pct = 14.6
area_growth_pct = 10.2
num-fill-cells = 4010

[place]
place_congestion = 1.16
io_buffers = 87
dp_hpwl_microns = 86300

[outcome]
outcome = finished clean

[run]
warnings = 44
timing.max_cap.violations = 0

cells in the mapped netlist, types with 54 or more instances:
library cell and number:
a221o_1 222, nor2_1 142, edfxtp_1 247, mux4_2 105
o22ai_1 97, and3_1 75, clkbuf_1 264, nand2_1 119
nand3_1 112, nor3_1 220, a211oi_1 65, o21ai_0 89
mux2i_1 54, inv_1 68
per-layer routing:
metal / wire [microns] / share of wire, % / GRT usage (%) / vias to the layer above
met1: 39900 / 33 / 62.0 / 12100
li1: - / - / - / 10500
met5: 708 / 0.59 / 12.0 / -
met4: 8930 / 7.4 / 27.6 / 20
met3: 24100 / 20 / 38.9 / 412
met2: 47200 / 39 / 66.1 / 2392
where the power goes:
part	internal, W	switching (W)
Combinational	0.00219	0.00290
Clock	0.000658	0.000561
Sequential	0.00162	0.000436
Total	0.00447	0.00389
layout make-up:
type / instances / area (sq um) / area share (%)
antenna: 8 / 20.0 / 0.0743
clock buffer: 37 / 798 / 2.96
clock inverter: 21 / 151 / 0.562
inverter: 84 / 315 / 1.17
multi-input combinational: 1945 / 15200 / 56.3
sequential: 266 / 7800 / 29.0
tap: 615 / 769 / 2.85
timing repair buffer: 223 / 1920 / 7.11
flip-flops by register name, indices dropped and copies added (netlist names):
signal      cells
can_pop_o       2
can_push_o      2
counter_l       5
fifo_l        247
rd_ptr_l        5
wr_ptr_l        5
per-stage QoR:
stage,area [sq um],hold slack [ns],setup slack [ns],std cells,util (%)
2_1_floorplan,24500,0.587,3.12,2624,-
3_3_place_gp,26000,0.642,1.72,3133,54.2
6_report,27000,0.672,0.826,3199,56.2
4_1_cts,26900,0.684,1.03,3191,56.2
3_5_place_dp,26000,0.679,1.69,3133,54.2
5_1_grt,27000,0.754,0.571,3198,56.2
path summary, 6_finish.rpt:
| check | from | endpoint |
|---|---|---|
| setup / recovery | rd_ptr_l[1] | pop_data_o[31] |
| hold / removal | counter_l[0] | counter_l[0] |
| setup reg to reg | wr_ptr_l[1] | fifo_l[17][9] |
| hold reg to reg | counter_l[0] | counter_l[0] |
critical path: cells and delay by family (launching register included):
kind            cells  cell delay (ns)
simple gates        2             0.36
buf+inv             6             2.48
fa+ha+maj           1             0.59
compound gates      2             1.21
flops               1             0.82
logic make-up (layout without fill, tap and decap cells):
group                      Yosys count  after routing  share of synthesized area, %
AOI/OAI and AO/OA                  860            860                          27.9
and+or+nand+nor                    817            817                          16.7
buffers and inverters              413            365                          6.64
DFF                                266            266                          31.9
muxes                              189            189                          13.3
adders and majority gates           40             40                          2.23
xor gates and xnor gates            39             39                          1.43
other                                0              8                             0
Power and IR drop assume default switching activity.
